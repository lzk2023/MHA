**flow/design.v**
```verilog
`timescale 1ns / 1ps
module safe_softmax_exp #(
    parameter D_W = 16
)(
    input  logic [D_W-1:0] I_X    ,
    output logic [D_W-1:0] O_EXP
);
logic [31:0] mul_out;
logic [16:0] uivi;
logic [15:0] uivi_ab; 
logic [2:0]  ui;
logic [12:0] vi;
logic [15:0] n_2_vi;
assign mul_out = $signed(I_X) * $signed(16'd11819);
assign uivi = mul_out[12] ? {mul_out[31],mul_out[28:13]} + 1 : {mul_out[31],mul_out[28:13]}; 
assign uivi_ab = (uivi == 0) ? 0 : ~uivi[15:0] + 1'b1;
assign ui = uivi_ab[15:13];
assign vi = uivi_ab[12:0];
always_comb begin
    O_EXP = n_2_vi >> ui;
end
safe_softmax_lut_neg #(
    .D_W(D_W)
)u_lut_n(
    .vi    (vi),
    .result(n_2_vi)
);
endmodule
`timescale 1ns / 1ps
module safe_softmax_lut_neg#(
    parameter D_W = 16   
)(
    input  logic [D_W-4:0] vi      ,
    output logic [D_W-1:0] result  
);
localparam ln_2 = 14'd5678;
localparam ln_2_div_sqrt2 = 14'd4015;
localparam ln2_div_2 = 14'd2839;
logic [13:0] vi_neg;
logic [27:0] mul_3_full;
logic [27:0] mul_1_full;
logic [27:0] mul_2_full;
logic [15:0] mul_3; 
logic [15:0] mul_1; 
logic [15:0] mul_2; 
assign vi_neg = {1'b1,~vi + 1'b1};
assign mul_3 = mul_3_full[12] ? {mul_3_full[27],2'b11,mul_3_full[25:13]} + 1 : {mul_3_full[27],2'b11,mul_3_full[25:13]}; 
assign mul_1 = mul_1_full[12] ? {mul_1_full[27],2'b11,mul_1_full[25:13]} + 1 : {mul_1_full[27],2'b11,mul_1_full[25:13]}; 
assign mul_2 = mul_2_full[12] ? {mul_2_full[27],2'b11,mul_2_full[25:13]} + 1 : {mul_2_full[27],2'b11,mul_2_full[25:13]}; 
assign mul_3_full = $signed(vi_neg) * $signed(ln2_div_2);
assign mul_1_full = $signed(vi_neg) * $signed(ln_2_div_sqrt2);
assign mul_2_full = $signed(vi_neg) * $signed(ln_2);
always_comb begin
    if($signed(vi_neg) >= $signed(14'b10_0000_0000_0001) & $signed(vi_neg) <= $signed(14'b10_1000_0111_0110))begin 
        result = 16'd6935 + mul_3;
    end else if($signed(vi_neg) > $signed(14'b10_1000_0111_0110) & $signed(vi_neg) < $signed(14'b11_1000_0111_0110)) begin 
        result = 16'd7800 + mul_1;
    end else if($signed(vi_neg) >= $signed(14'b11_1000_0111_0110)) begin     
        result = 16'b0_01_00000_0000_0000 + mul_2;
    end else begin
        result = 16'b0_01_00000_0000_0000;  
    end
end
endmodule
```
**flow/run.sh**
```bash
#!/bin/bash
# OpenROAD 26Q1-2900-gdf79404cd8, Yosys 0.63+post, stock flow scripts
make -C /OpenROAD-flow-scripts/flow DESIGN_CONFIG=/design/flow/config.mk WORK_HOME=/design/flow/orfs finish
```
**flow/config.mk**
```make
export PLATFORM = sky130hd
export DESIGN_NAME = safe_softmax_exp
export DESIGN_NICKNAME = safe_softmax_exp
export VERILOG_FILES = /design/flow/design.v
export SDC_FILE = /design/flow/constraint.sdc
export NUM_CORES = 4
export LEC_CHECK = 1
export CORE_UTILIZATION = 50
```
**flow/constraint.sdc**
```tcl
current_design safe_softmax_exp

set clk_period 25.2
set clk_io_pct 0.2

create_clock -name clk0 -period $clk_period

set non_clock_inputs [all_inputs -no_clocks]
set_input_delay [expr $clk_period * $clk_io_pct] -clock clk0 $non_clock_inputs
set_output_delay [expr $clk_period * $clk_io_pct] -clock clk0 [all_outputs]
```
==> results.cfg <==
; yosys + openroad results
[timing]
timing.final.ws_setup_ns = 0.609
finalCriticalPeriod_ns = 24.59
finalHoldViolCount = 0
period_used_pct = 97.6
timing.fmax_mhz = 40.7
relSlewSlack_pct = 46.6
worst_slew_pin_slew_ns = 0.800
drv_slew = 0
setup_violations = 0

[yosys]
xor_share_pct = 6.37
aoi_share_pct = 19.0
yosys_warnings = 2
syn_inst = 2172
yosys.area_share.simple_pct = 16.6
avgSynthCellArea_sq_um = 8.11
synth_seq_share_pct = 0
synth_stat.cells = 2172
ys_sh_adder_pct = 44.7
yosys-mux-area-fraction_pct = 1.77
synth_area_sq_mm = 0.0176
synthDistinctLibCells = 114
yosys_area_sq_mm = 0.0176
topCombFamilyByArea = adder cells

[setup_path]
path_common_cell = fa_1
cp-start-kind = input port
cp_max_fo = 5
crit_buf_inv = 16
path_class = input port to output port
crit_family = adder cells
crit_arrival_ns = 19.55
max_stage_delay_ns = 0.56
cp_slowest_cell = fa_1
critPathCaptureType = output port
crit_start = I_X[4]
critical_path_required_ns = 20.16

[run]
tool_warnings = 64
drv_cap = 0

[finish]
nClkBuffers = 0
flop-count = 0
drive_gt1_share_pct = 26.4
layout_top_cell = inv_1
seq_area_sq_um = 0
most-common-layout-cells = inv_1, buf_4, ha_1
area_growth_pct = 26.8

[route]
ant_nets = 0
dr.pass1.iters = 5
vias_per_cell = 5.49
routedWlPerCell_um = 17.7
drt-total-wl_um = 53100
drt-initial-drc-count = 703
vias = 16505
antenna_cells = 0
drc = 0

[floorplanning]
fp.coreArea_sq_mm = 0.0346
fp-utilization_pct = 50.9
rows = 68
dieArea_sq_mm = 0.0360
num_io_pins = 32
die_width_um = 190
die_h_um = 190

[global_routing]
grt_util_all_layers_pct = 31.6
grt_max_degree = 25
met3_usage_pct = 4.65
antenna_found_initial = 0
met1_usage_pct = 43.6
grt_pass1_wl_um = 85800
use_met2_pct = 54.0
grt_busiest_layer = met2
grt_pass1_vias = 16391
gr-total-overflow = 0

[run_status]
outcome = completed

[placed_design]
portBuffers = 32
hpwl_um = 46500
place_ws_ns = -0.433
gp_congestion = 1.01

[min_path]
hp-start = I_X[10]
hold_class = input port to output port
-- kinds of logic (layout without fill, tap and decap cells) --
| kind of cell | count (synthesis) | count (layout) |
|---|---|---|
| AOI/OAI and AO/OA | 462 | 462 |
| xor gates and xnor gates | 119 | 119 |
| adders and majority gates | 497 | 497 |
| buffers and inverters | 532 | 909 |
| muxes | 30 | 30 |
| and+or+nand+nor | 532 | 532 |
-- path summary, 6_finish.rpt --
| kind | end | slack, ns | cells after the start |
|---|---|---|---|
| max | O_EXP[9] | 0.61 | 63 |
| min | O_EXP[6] | 12.35 | 14 |
-- timing repair --
item,in CTS,in global routing
hold buffers,0,0
pin swaps,3,110
buffers inserted,2,41
hold endpoints to repair,0,0
gates cloned,0,1
setup endpoints to repair,16,16
gates resized,23,212
-- routing by layer --
metal | part of all wire (%) | vias to the layer above
met2 | 48 | 391
met1 | 44 | 7877
met4 | 3.4 | 0
met5 | 0 | -
met3 | 5.0 | 80
li1 | - | 8157
-- final cells by class --
type | instances | area (sq um)
well taps | 455 | 569
repair buffers | 430 | 3360
inverters | 479 | 1800
multi-input cells | 1640 | 16600
fillers | 2889 | 12300
-- worst min-delay path, cell delays in order --
cell            delay (ns)
dlymetal6s2s_1        0.28
ha_1                  0.24
fa_1                  0.22
ha_4                  0.20
a311oi_2              0.15
nand4_2               0.16
nor4_4                0.06
xor2_1                0.12
buf_4                 0.14
buf_4                 0.11
xnor2_1               0.09
buf_4                 0.22
o22ai_1               0.16
dlymetal6s2s_1        0.12
-- Yosys cell counts, types with 6 or more instances --
master       n  area [sq um]
mux2_2       7          78.8
o21bai_1    14           105
and3_1      32           200
xor2_1      40           350
ha_1       277          3470
nand3_1     57           285
o211ai_1    16           120
nand4_1     25           156
or2_2       13          81.3
and4_1       9          78.8
a221oi_1     8          70.1
nor3_1      54           270
or4_1        8          60.1
mux2i_1     22           220
o31a_1       6          52.6
a21o_1      30           225
and2_1      25           156
or3_1       11          68.8
nand2b_1    13          81.3
nand2_1    115           432
inv_1      475          1780
fa_1       220          4400
o21ai_1     27           135
clkbuf_1    28           105
a211o_1     10          87.6
nor4_1      12          75.1
a21oi_1     93           465
nor2_1      99           372
a211oi_1    16           120
xnor2_1     70           613
nor4_2       6          75.1
o2111ai_1   10          87.6
nor2b_1      9          56.3
buf_2       15          75.1
o21ai_0     72           360
o31ai_1     21           158
a31oi_1     19           119
o32ai_1      7          61.3
o21a_1      15           113
-- through the flow --
step	std cells	hold slack [ns]	setup TNS, ns	cell area, sq um	util (%)
floorplan	2172	11.20	0	17600	-
global placement	2960	12.85	-3.32	20900	60.5
detailed placement	2960	12.86	-5.49	20900	60.5
CTS	2962	12.89	0	21100	60.9
global route	3004	12.49	-0.495	22400	64.5
finish	3004	12.35	0	22400	64.5
