==> ./design.v <==
`timescale 1ns/1ps
module div_fast#(
    parameter D_W = 16,
    parameter FRAC_BIT = 13,     
    parameter USE_IN_SOFTMAX = 0
)(
    input  logic           I_CLK      ,
    input  logic           I_RST_N    ,
    input  logic           I_DIV_START,
    input  logic [D_W-1:0] I_DIVIDEND ,
    input  logic [D_W-1:0] I_DIVISOR  ,
    output logic [D_W-1:0] O_QUOTIENT ,
    output logic           O_VLD      
);
logic              dividend_msb; 
logic [D_W-2+FRAC_BIT:0] dividend_pos; 
logic              divisor_msb; 
logic [D_W-2:0] divisor_pos; 
logic [D_W-1+FRAC_BIT:0] quotient_full;
logic [D_W-2+FRAC_BIT:0] quotient;
logic [(D_W-1+FRAC_BIT)*2-1:0]      temp_dividend;
logic [(D_W-1)+(D_W-1+FRAC_BIT)-1:0]temp_divisor ;
logic [(D_W-1+FRAC_BIT)*2-1:0]      temp_dividend_ff;
logic [(D_W-1)+(D_W-1+FRAC_BIT)-1:0]temp_divisor_ff ;
logic [1:0] count;
enum logic [1:0]{
    S_IDLE = 2'b00,
    S_DIV  = 2'b01,
    S_OUT  = 2'b10
}state;
assign dividend_msb = I_DIVIDEND[D_W-1]  ; 
generate
    if(USE_IN_SOFTMAX == 1)begin
        assign dividend_pos = (dividend_msb ? (~I_DIVIDEND[D_W-2:0]+1):I_DIVIDEND[D_W-2:0]) << FRAC_BIT-8; 
    end else begin
        assign dividend_pos = (dividend_msb ? (~I_DIVIDEND[D_W-2:0]+1):I_DIVIDEND[D_W-2:0]) << FRAC_BIT; 
    end
endgenerate
assign divisor_msb  = I_DIVISOR[D_W-1]   ; 
assign divisor_pos = (divisor_msb ? (~I_DIVISOR[D_W-2:0]+1):I_DIVISOR[D_W-2:0]); 
assign quotient = temp_dividend[D_W-2+FRAC_BIT:0];
assign quotient_msb = dividend_msb ^ divisor_msb;
assign quotient_full[D_W-2+FRAC_BIT:0] = (I_DIVIDEND==0) ? 0 : (quotient_msb ? ~quotient + 1 : quotient);
assign quotient_full[D_W-1+FRAC_BIT] = (I_DIVIDEND==0) ? 0 : quotient_msb;
assign O_QUOTIENT = {quotient_full[D_W-1+FRAC_BIT],quotient_full[D_W-2+(13-FRAC_BIT):(13-FRAC_BIT)]}; 
integer i;
always_comb begin
    temp_dividend = temp_dividend_ff;
    temp_divisor  = temp_divisor_ff ;
    for(i=0;i<7;i=i+1)begin    
        temp_dividend = {temp_dividend,1'b0};
        if(temp_dividend >= temp_divisor)begin
            temp_dividend = temp_dividend - temp_divisor + 1'b1; 
        end else begin
            temp_dividend = temp_dividend;
        end
    end
end
always_ff @(posedge I_CLK or negedge I_RST_N)begin
    if(!I_RST_N)begin
        state <= S_IDLE;
        temp_dividend_ff <= 0;
        temp_divisor_ff  <= 0;
        count <= 0;
        O_VLD <= 0;
    end else begin
        case(state)
            S_IDLE:begin
                if(I_DIV_START)begin
                    state <= S_DIV;
                    temp_dividend_ff <= {{(D_W-1+FRAC_BIT){1'b0}},dividend_pos};
                    temp_divisor_ff  <= {divisor_pos,{(D_W-1+FRAC_BIT){1'b0}}};
                    count <= 0;
                    O_VLD <= 0;
                end else begin
                    state <= S_IDLE;
                    temp_dividend_ff <= 0;
                    temp_divisor_ff  <= 0;
                    count <= 0;
                    O_VLD <= 0;
                end
            end
            S_DIV:begin
                if(I_DIV_START)begin
                    if(count < 2'b10)begin
                        state <= S_DIV;
                        temp_dividend_ff <= temp_dividend;
                        temp_divisor_ff  <= temp_divisor ;
                        count <= count + 1;
                        O_VLD <= 0;
                    end else begin                              
                        state <= S_OUT;
                        temp_dividend_ff <= temp_dividend;
                        temp_divisor_ff  <= temp_divisor ;
                        count <= 0;
                        O_VLD <= 1;
                    end
                end else begin
                    state <= S_IDLE;
                    temp_dividend_ff <= 0;
                    temp_divisor_ff  <= 0;
                    count <= 0;
                    O_VLD <= 0;
                end
            end
            S_OUT:begin
                state <= S_IDLE;
                temp_dividend_ff <= 0;
                temp_divisor_ff  <= 0;
                count <= 0;
                O_VLD <= 0;
            end
        endcase
    end
end
endmodule
==> ./run.sh <==
#!/bin/bash
# OpenROAD 26Q1-2900-gdf79404cd8, Yosys 0.63+post, stock flow scripts
make -C /OpenROAD-flow-scripts/flow DESIGN_CONFIG=/design/flow/config.mk WORK_HOME=/design/flow/orfs finish
==> ./config.mk <==
export PLATFORM = sky130hd
export DESIGN_NAME = div_fast
export DESIGN_NICKNAME = div_fast
export VERILOG_FILES = /design/flow/design.v
export SDC_FILE = /design/flow/constraint.sdc
export NUM_CORES = 4
export LEC_CHECK = 1
export CORE_UTILIZATION = 50
==> ./constraint.sdc <==
current_design div_fast

set clk_period 39.6
set clk_io_pct 0.2

create_clock -name clk0 -period $clk_period [get_ports {I_CLK}]

set non_clock_inputs [all_inputs -no_clocks]
set_input_delay [expr $clk_period * $clk_io_pct] -clock clk0 $non_clock_inputs
set_output_delay [expr $clk_period * $clk_io_pct] -clock clk0 [all_outputs]
==> notes.md <==
run results: post-synthesis instance area=34900 µm², Post-Synth AOI/OAI Area=29.3%, Post-CTS Setup Repair Bufs=0, delay of the slowest cell on the worst path=0.77 ns, share of synthesized area spent on multiplexers=3.45%, proportion of layout cells with a drive suffix above 1=4.48%, number of synthesized flops with an enable pin=0, final total negative setup slack=0 ns, TritonCTS clock tree=built, total via count after detailed routing=36300, wire length of the first global-routing pass=217000 µm, clk root buf=clkbuf_16, distinct lib cells=114, class of the most critical hold timing path=flop to flop, top cell type by total area after synthesis=ha_1, Placement Setup Slack=3.80 ns, number of OpenROAD warnings=267, top cells by area=ha_1, a21oi_1, xnor2_1, Worst Skew=0.0126 ns, Top cell area share=23.7%, largest fanout on the critical path=66, post-cts gate resize count=0, core area=68800 µm², Fill cells=6949, family with the most delay on the worst path=AND-OR/OR-AND gates, most used cell, CP=a21oi_1, main kind of combinational logic by area=AND-OR/OR-AND gates, launching element type of the critical path=flop, highest achievable clock rate=27.1 MHz, final number of max-transition violations=0, CTS Buf Count=9, fp_density=50.7%, Buffers & Inverters on Critical Path=14, cell at the slowest stage of the critical path=o21ai_0, horizontal extent of the die=266 µm, Cell Count Post-Placement=5780, DPL Wire Length=124000 µm, antenna violation net count after detailed routing=0, simple-gate share of the synthesized area=20.4%, hold-fix buffers at CTS=0, first-pass iteration count of the detailed router=6, CTS max path bufs=2, number of clock sinks=76, area growth from synthesis to final layout=5.52%, post-detailed-placement cell area=36500 µm², post-layout instance area=36800 µm², clock period minus final worst setup slack=36.97 ns, Primary FF master, synth=dfrtp_1, number of DRC violations after detailed routing=0, total number of yosys warnings=2, Avg Vias per Cell=6.26, CP endpoint kind=output pin, First DRT Iteration DRCs=3023, maximum capacitance violations=0, total I/O pin count=52, clock transition at the register clock pins on the worst setup and hold paths after CTS=0.08 ns, count of port buffers added during placement=51, clock insertion delay at the later pin of the skew report=0.37 ns, final cell count without fillers=5798, Routed wire per std cell=25.5 µm, relative slew slack=25.5%, yosys stat chip area=34900 µm², synthesized area divided by synthesized cell count=7.17 µm², Final period util=93.4%, fraction of synthesis flops using an asynchronous set or reset pin=100%, XORs/XNORs by Area=8.74%, vias in the first global route=34200, yosys cell count=4868, total global routing track utilization=42.0%, height of the die=266 µm, pin count of the biggest net entering global routing=67, WS Path Type=flop to output pin, worst setup slack after layout=2.63 ns, signal arrival time at the worst endpoint=29.05 ns, placer congestion estimate=1.09, worst-margin pin slew=1.11 ns, number of standard cells after synthesis=4868, hold violation total from the final report=0, Setup-failing EPs final=0, number of placement rows=96, total die size=70800 µm², result of the run=finished, final reports clean, antenna violations before repair=3, number of synthesized register bits=76, adder-cell area share of the yosys netlist=26.2%, routed wire length=148000 µm, RSZ-0062 raised after global routing=false, GRT Residual Overflow=0, number of H-tree levels=3, Data required, critical path=31.68 ns, register area share after synthesis=5.46%
per-layer routing:
layer	global-route usage, %	vias to the layer above	part of all wire [%]
li1	-	17500	-
met1	55.1	17000	41
met2	62.4	1433	42
met3	12.6	368	10
met4	21.6	6	6.3
met5	0.554	-	0.052
cell usage in the layout, fill, tap and decap left out, types with 33 or more instances in the layout:
| master | n |
|---|---|
| o31ai_1 | 39 |
| a21o_1 | 184 |
| a31oi_1 | 52 |
| mux2_2 | 48 |
| dfrtp_1 | 75 |
| buf_4 | 75 |
| fa_1 | 42 |
| nor2b_1 | 72 |
| nand2_1 | 364 |
| o211ai_1 | 33 |
| xnor2_1 | 215 |
| nor2_1 | 434 |
| nor3_1 | 63 |
| clkdlybuf4s50_1 | 50 |
| ha_1 | 662 |
| mux2i_1 | 61 |
| inv_1 | 436 |
| nand3_1 | 95 |
| or3_1 | 38 |
| o21a_1 | 58 |
| nand2b_1 | 69 |
| o21bai_1 | 84 |
| o21ai_0 | 301 |
| a211oi_1 | 45 |
| and3_1 | 40 |
| xor2_1 | 133 |
| nand4_1 | 100 |
| a21oi_1 | 527 |
flip-flops by register name, summed over array words and instances, names as in the netlist:
register / cells
count: 2
temp_divisor_ff: 15
state: 3
temp_dividend_ff: 55
O_VLD: 1
metrics by stage:
stage | util [%] | hold WS (ns)
2_1_floorplan | - | 0.449
3_3_place_gp | 53.1 | 0.461
3_5_place_dp | 53.1 | 0.469
4_1_cts | 53.5 | 0.484
5_1_grt | 53.5 | 0.508
6_report | 53.5 | 0.488
cell usage after synthesis (20+ instances only):
cell,instances
nand2b_1,69
fa_1,42
o22ai_1,27
o21ai_0,302
a21o_1,185
o31ai_1,39
nor3b_1,21
dfrtp_1,75
or2_2,20
o21a_1,58
a211oi_1,45
mux2i_1,61
nor2_1,434
a31oi_1,52
xnor2_1,215
nand2_1,364
xor2_1,133
nand4_1,100
o21bai_1,84
clkbuf_1,90
ha_1,662
buf_2,32
and3_1,40
nor4_1,20
nand3_1,95
nor3_1,65
and2_1,29
a21oi_1,527
o211ai_1,33
or3_1,38
mux2_2,48
inv_1,436
nor2b_1,72
worst min-delay path, delay by kind of cell (launching register included):
family           cells  cell delay [ns]
AND-OR/OR-AND        1             0.06
flip-flops           1             0.35
AND/OR/NAND/NOR      1             0.05
kinds of logic (layout without fill, tap and decap cells):
| family | Yosys count | after routing |
|---|---|---|
| xor+xnor | 348 | 348 |
| flops | 76 | 76 |
| simple gates | 1447 | 1447 |
| mux | 113 | 113 |
| fa+ha+maj | 704 | 704 |
| buf+inv | 587 | 584 |
| other cells | 0 | 2 |
| compound gates | 1593 | 1593 |
cell type report:
class	instances	area, µm²	share of cell area, %
repair buffers	125	1060	2.89
clock inverters	7	65.1	0.177
clock buffers	9	225	0.612
well taps	931	1160	3.16
flip-flops and latches	76	1900	5.17
diodes	2	5.00	0.0136
multi-input cells	4205	30700	83.4
inverters	443	1670	4.53
worst paths after layout:
check	from	end	slack [ns]	cells past startpoint
worst min register to register	temp_divisor_ff[34]	temp_divisor_ff[34]	0.49	2
worst max-delay path	temp_divisor_ff[41]	O_QUOTIENT[14]	2.63	110
worst min-delay path	temp_divisor_ff[34]	temp_divisor_ff[34]	0.49	2
worst max register to register	temp_divisor_ff[41]	temp_dividend_ff[19]	11.18	106
min in group asynchronous	I_RST_N	temp_dividend_ff[6]	7.52	1
max in group asynchronous	I_RST_N	temp_dividend_ff[54]	31.00	2
