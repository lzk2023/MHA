## flow/run.sh

```bash
#!/bin/bash
# OpenROAD 26Q1-2900-gdf79404cd8, Yosys 0.63+post, stock flow scripts
make -C /OpenROAD-flow-scripts/flow DESIGN_CONFIG=/design/flow/config.mk WORK_HOME=/design/flow/orfs finish
```

## flow/config.mk

```make
export PLATFORM = sky130hd
export DESIGN_NAME = divider
export DESIGN_NICKNAME = divider
export VERILOG_FILES = /design/flow/design.v
export SDC_FILE = /design/flow/constraint.sdc
export NUM_CORES = 4
export LEC_CHECK = 1
export CORE_UTILIZATION = 50
```

## flow/constraint.sdc

```tcl
current_design divider

set clk_period 13.9
set clk_io_pct 0.2

create_clock -name clk0 -period $clk_period [get_ports {I_CLK}]

set non_clock_inputs [all_inputs -no_clocks]
set_input_delay [expr $clk_period * $clk_io_pct] -clock clk0 $non_clock_inputs
set_output_delay [expr $clk_period * $clk_io_pct] -clock clk0 [all_outputs]
```

## flow/design.v

```verilog
`timescale 1ns/1ps
module divider#(
    parameter D_W = 16
)(
    input  logic           I_CLK      ,
    input  logic           I_RST_N    ,
    input  logic           I_DIV_START, 
    input  logic [D_W-1:0] I_DIVIDEND , 
    input  logic [D_W-1:0] I_DIVISOR  , 
    output logic [D_W-1:0] O_QUOTIENT , 
    output logic           O_OUT_VLD    
);
localparam K_W     = $clog2(D_W-1+13);
enum logic [3:0] {
    S_IDLE  = 4'b0001,
    S_START = 4'b0010,
    S_CALC  = 4'b0100,
    S_END   = 4'b1000 
} state;
logic              dividend_msb ;
logic [D_W-2+13:0] dividend_pos ;
logic              divisor_msb  ;
logic [D_W-2:0]    divisor_pos  ;
logic [D_W-2+13:0] div_sub;
logic [D_W-1+13:0] quotient_full;
logic [D_W-2+13:0]  dividend_pos_ff;
logic [D_W-2+13:0]  quotient_ff    ;
logic [K_W-1:0]     k              ;
assign dividend_msb = I_DIVIDEND[D_W-1]  ; 
assign dividend_pos = (dividend_msb ? (~I_DIVIDEND[D_W-2:0]+1):I_DIVIDEND[D_W-2:0]) << 13; 
assign divisor_msb  = I_DIVISOR[D_W-1]   ; 
assign divisor_pos  = divisor_msb ? (~I_DIVISOR[D_W-2:0]+1):I_DIVISOR[D_W-2:0]; 
assign div_sub = dividend_pos_ff-divisor_pos;
assign quotient_full[D_W-2+13:0] = (quotient_ff == 0) ? 0 : 
                            quotient_full[D_W-1+13] ? ~quotient_ff+1 : quotient_ff;
assign quotient_full[D_W-1+13] = (quotient_ff == 0) ? 0 : dividend_msb ^ divisor_msb;
assign O_OUT_VLD = (state == S_END) ? 1'b1 : 1'b0;
assign O_QUOTIENT = {quotient_full[D_W-1+13],quotient_full[D_W-2:0]};
always_ff@(posedge I_CLK or negedge I_RST_N)begin  
    if(!I_RST_N)begin
        dividend_pos_ff <= 'b0   ;
        quotient_ff     <= 'b0   ;
        k               <= D_W-2+13 ;
        state           <= S_IDLE;
    end else begin
        case(state)
        S_IDLE :begin
            dividend_pos_ff <= 'b0  ;
            quotient_ff     <= 'b0  ;
            k               <= D_W-2+13;
            if(I_DIV_START)begin
                state <= S_START;
            end else begin
                state <= state;
            end
        end
        S_START:begin
            if(I_DIV_START)begin
                dividend_pos_ff <= {{(D_W-2+13){1'b0}},dividend_pos[k]};
                quotient_ff <= 'b0;
                state <= S_CALC;
            end else begin
                state <= S_IDLE;
            end
        end
        S_CALC :begin
            if(I_DIV_START)begin
                if(dividend_pos_ff >= divisor_pos)begin
                    quotient_ff[k] <= 1;
                    if(k != 0)begin
                        dividend_pos_ff <= {div_sub[D_W-3+13:0],dividend_pos[k-1]};
                        k <= k-1;
                    end else begin
                        state <= S_END;
                    end
                end else begin
                    quotient_ff[k] <= 0;
                    if(k != 0)begin
                        dividend_pos_ff <= {dividend_pos_ff[D_W-3+13:0],dividend_pos[k-1]};
                        k <= k-1;
                    end else begin
                        state <= S_END;
                    end
                end
            end else begin
                state <= S_IDLE;
            end
        end
        S_END  :begin
            dividend_pos_ff <= 'b0   ;
            quotient_ff     <= 'b0   ;
            k               <= D_W-2+13 ;
            state           <= S_IDLE;
        end
        default:begin
            dividend_pos_ff <= 'b0   ;
            quotient_ff     <= 'b0   ;
            k               <= D_W-2+13 ;
            state           <= S_IDLE;
        end
        endcase
    end
end
endmodule
```

==> impl_table.tex <==
% Auto-generated results table
\begin{tabular}{lr}
\hline
Metric & Value \\
\hline
\multicolumn{2}{l}{\textbf{Global route}} \\
\quad Initial antenna violation count & 0 \\
\quad Number of global-route vias before repair & 4423 \\
\quad Wire length of the first global-routing pass & 21750 um \\
\quad Total congestion overflow after global routing & 0 \\
\quad Total track usage & 24.65\% \\
\quad Largest net degree at the start of global routing & 34 \\
\multicolumn{2}{l}{\textbf{Pwr}} \\
\quad Combinational group share of total power & 62.0\% \\
\quad Total Power & 1.143 mW \\
\quad Power dissipated by switching net loads & 0.5278 mW \\
\quad Peak supply drop & 0.2109 mV \\
\quad Power density over the cells & 186.4 nW/um\^{}2 \\
\quad Internal power of the cells & 0.6147 mW \\
\quad Power share of the clock group & 15.7\% \\
\quad Seq pwr share & 22.3\% \\
\quad Leakage & 2.589 nW \\
\quad Sw Ratio & 46.20\% \\
\multicolumn{2}{l}{\textbf{Yosys}} \\
\quad Adder share & 6.009\% \\
\quad Flops \& latches, synth & 65 \\
\quad Synthesized cell area & 5330 um\^{}2 \\
\quad Number of flops mapped to enable cells by yosys & 0 \\
\quad Yosys stat chip area & 5330 um\^{}2 \\
\quad Number of distinct library cells after synthesis & 60 \\
\quad Syn Inst Count & 672 \\
\quad Most used DFF post-synth & dfrtp\_1 \\
\quad Post-synthesis async set-or-reset flop share & 100.0\% \\
\quad Yosys stat cell total & 672 \\
\quad Largest family of logic cells by area & AND-OR/OR-AND gates \\
\quad Compound-Gate Fraction of Synth Area & 27.84\% \\
\quad Share of synthesized area spent on multiplexers & 0.9859\% \\
\quad Count of warnings emitted by yosys & 1 \\
\quad Fraction of the mapped netlist area in simple logic gates & 19.46\% \\
\quad Share of the yosys chip area belonging to registers & 30.63\% \\
\quad Xor and xnor area share after synthesis & 10.85\% \\
\quad Per-instance average area after synthesis & 7.932 um\^{}2 \\
\multicolumn{2}{l}{\textbf{STA}} \\
\quad Final hold viol count & 0 \\
\quad Fin Setup TNS & 0 ns \\
\quad Portion of the clock cycle consumed by the worst path in the final layout & 57.90\% \\
\quad Worst rel slew slack & 42.14\% \\
\quad Pin slew with the least headroom to its limit & 0.8679 ns \\
\quad Worst clock skew & 0.01180 ns \\
\quad Number of endpoints failing setup at the final stage & 0 \\
\quad RSZ-0062 raised after global routing & no \\
\quad Final-report max-slew violation count & 0 \\
\quad Max frequency & 0.1243 GHz \\
\quad Min Clock Period, post-route & 8.047 ns \\
\multicolumn{2}{l}{\textbf{Clock network}} \\
\quad Clk slew on worst S/H paths & 0.07 ns \\
\quad Clk ins delay skew pair & 0.34 ns \\
\quad Depth of the CTS H-tree & 3 \\
\quad Post-CTS Hold Buffers & 0 \\
\quad Number of gates given a new drive strength after cts & 0 \\
\quad Clock tree from TritonCTS & built \\
\quad Postcts setup bufs & 0 \\
\quad Number of buffers created by CTS & 9 \\
\quad Num Clock Sinks & 65 \\
\quad Largest buffer count on any clock path & 2 \\
\quad CTS Root Buffer Type & clkbuf\_8 \\
\multicolumn{2}{l}{\textbf{Detailed routing}} \\
\quad Count of antenna-violating nets left after detailed routing & 0 \\
\quad Total vias in the final route & 4847 \\
\quad Detailed-router iteration count before antenna repair & 4 \\
\quad DRC marker count from the first detailed-route iteration & 220 \\
\quad Final wirelength & 12750 um \\
\quad Number of remaining DRC errors & 0 \\
\quad Routed wire length per instance & 15.07 um \\
\quad Number of diodes & 0 \\
\quad Number of vias per cell & 5.729 \\
\multicolumn{2}{l}{\textbf{Placed design}} \\
\quad Count of port buffers added during placement & 51 \\
\quad Cell area reported after detailed placement & 5912 um\^{}2 \\
\quad Weighted congestion at the end of routability-driven global placement & 0.9775 \\
\quad \# placed instances & 830 \\
\quad DP HPWL & 9552 um \\
\multicolumn{2}{l}{\textbf{Critical path}} \\
\quad Worst Setup End Kind & output pin \\
\quad Critical path launch point type & primary input \\
\quad Worst path required time & 11.12 ns \\
\quad Crit-path max FO & 18 \\
\quad Cells along the critical path & clkdlybuf4s50\_1 > xor2\_1 > o21ai\_0 > xor2\_1 > nor2\_1 > clkdlybuf4s50\_1 \\
\quad Crit path largest cell delay & 1.03 ns \\
\quad Cell at the slowest stage of the critical path & clkdlybuf4s50\_1 \\
\quad Data arrival time of the worst path & 5.27 ns \\
\quad Start-to-end type of the worst setup path & in2out \\
\multicolumn{2}{l}{\textbf{Die}} \\
\quad Count of standard-cell rows & 37 \\
\quad Die Width & 105.3 um \\
\quad Number of placed I/O pins & 52 \\
\quad Die footprint & 11080 um\^{}2 \\
\quad Starting density of the core & 51.63\% \\
\quad Vertical die size & 105.3 um \\
\quad Core region area & 10320 um\^{}2 \\
\multicolumn{2}{l}{\textbf{Run status}} \\
\quad Run status & complete, no violations \\
\multicolumn{2}{l}{\textbf{Worst hold path}} \\
\quad Min-Delay Path Class & reg2reg \\
\multicolumn{2}{l}{\textbf{Final layout}} \\
\quad Final design area excluding fillers & 6131 um\^{}2 \\
\quad Dominant logic cell types in the final layout & 80 x nand2\_1, 60 x dfrtp\_1, 58 x o21ai\_1 \\
\quad Layout cell share with drive strength beyond 1 & 5.352\% \\
\quad Post-Layout Cell Count & 846 \\
\quad Area added between synthesis and finish & 15.02\% \\
\quad Post-Route Utilization & 59.39\% \\
\quad Number of filler instances in the final layout & 921 \\
\quad Most instantiated logic cell after routing & nand2\_1 \\
\multicolumn{2}{l}{\textbf{Run}} \\
\quad Number of logged tool warnings & 30 \\
\quad Maxcap violations & 0 \\
\hline
\end{tabular}
## power groups by stage
| stage | Combinational [mW] | Sequential [mW] | Clock, mW |
|---|---|---|---|
| 6_report | 0.709 | 0.255 | 0.179 |
| 5_1_grt | 0.799 | 0.260 | 0.194 |
| 4_1_cts | 0.708 | 0.254 | 0.185 |
## Yosys cell counts, drive strengths merged, types with 7 or more instances
library cell	instances	area, um^2
nand2b	10	62.56
nor2b	10	62.56
ha	24	300.3
nand3	14	70.07
dfrtp	60	1501
and2	10	62.56
a21o	7	52.55
clkbuf	30	112.6
o21a	13	97.59
o41ai	7	68.82
xor2	31	271.5
or3	8	50.05
a21oi	45	225.2
nor2	44	165.2
nor3	9	45.04
inv	21	78.83
nand2	80	300.3
o31ai	14	133.9
o21ai	106	530.5
xnor2	35	306.5
nor4	12	75.07
## per-layer routing
metal  up-vias  part of all wire [%]  global-route usage [%]
li1       2497                     -                       -
met1      2233                    50                   39.41
met2       108                    45                   37.97
met3         9                   3.9                   3.281
met4         0                  0.80                   2.213
met5         -                     0                       0
## area by class of cell
class                      count  area [um^2]  area share, %
clock inverter                 6        91.34          1.490
multi-input combinational    550         3472          56.63
sequential                    65         1633          26.63
clock buffer                  10        127.6          2.082
tap                          136        170.2          2.776
inverter                      21        78.83          1.286
timing repair buffer          58        558.0          9.102
## worst paths after layout
kind	slack (ns)	end	startpoint	cells after the start
max in group asynchronous	10.47	state[0]$_DFF_PN1_	I_RST_N	2
worst max register to register	10.62	dividend_pos_ff[0]$_DFFE_PN0P_	k[0]$_DFFE_PN1P_	10
worst max-delay path	5.85	O_QUOTIENT[13]	I_DIVIDEND[15]	6
min in group asynchronous	2.49	quotient_ff[6]$_DFFE_PN0P_	I_RST_N	1
worst min register to register	0.46	state[0]$_DFF_PN1_	state[1]$_DFF_PN0_	1
worst min-delay path	0.46	state[0]$_DFF_PN1_	state[1]$_DFF_PN0_	1
## critical path: cells and delay by family
family	cells	cell delay (ns)
AOI/OAI and AO/OA	1	0.22
xor gates and xnor gates	2	0.69
buffers and inverters	2	1.49
and+or+nand+nor	1	0.09
## stage by stage
step / setup slack [ns] / hold WS [ns]
CTS: 5.850 / 0.4672
global placement: 5.903 / 0.4488
global route: 5.637 / 0.4854
detailed placement: 5.843 / 0.4457
finish: 5.853 / 0.4613
floorplan: 6.928 / 0.4101
## cells by family after synthesis
group,count (synthesis)
xor+xnor,66
flops,65
simple gates,218
buf+inv,57
fa+ha+maj,25
compound gates,237
mux,4
## registers in the layout (all words and copies together), names as in the netlist
signal	flops
dividend_pos_ff	28
quotient_ff	28
k	5
state	4
No activity file was given, so power comes from the tool's default toggle rates.
