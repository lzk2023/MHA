===== /design/flow/run.sh =====
#!/bin/bash
# OpenROAD 26Q1-2900-gdf79404cd8, Yosys 0.63+post, stock flow scripts
make -C /OpenROAD-flow-scripts/flow DESIGN_CONFIG=/design/flow/config.mk WORK_HOME=/design/flow/orfs finish

===== /design/flow/config.mk =====
export PLATFORM = sky130hd
export DESIGN_NAME = PE
export DESIGN_NICKNAME = PE
export VERILOG_FILES = /design/flow/design.v
export SDC_FILE = /design/flow/constraint.sdc
export NUM_CORES = 4
export LEC_CHECK = 1
export CORE_UTILIZATION = 50

===== /design/flow/constraint.sdc =====
current_design PE

set clk_period 16.0
set clk_io_pct 0.2

create_clock -name clk0 -period $clk_period [get_ports {I_CLK}]

set non_clock_inputs [all_inputs -no_clocks]
set_input_delay [expr $clk_period * $clk_io_pct] -clock clk0 $non_clock_inputs
set_output_delay [expr $clk_period * $clk_io_pct] -clock clk0 [all_outputs]

===== /design/flow/design.v =====
`timescale 1ns/1ps
module PE#(
    parameter D_W = 16
)
(
    input  logic           I_CLK       ,
    input  logic           I_ASYN_RSTN ,
    input  logic [D_W-1:0] I_X         , 
    input  logic [D_W-1:0] I_W         , 
    input  logic [D_W-1:0] I_D         , 
    input  logic           I_LOAD_LEFT ,
    input  logic           I_LOAD_UP   ,
    output logic [D_W-1:0] O_X         , 
    output logic [D_W-1:0] O_W         ,
    output logic [D_W-1:0] O_D         , 
    output logic           O_LOAD_RIGHT,
    output logic           O_LOAD_DOWN 
);
logic [2*D_W-1:0] o_mul_out  ;
logic             load_signal;
assign load_signal = I_LOAD_LEFT | I_LOAD_UP;
always_ff@(posedge I_CLK or negedge I_ASYN_RSTN)begin
    if (!I_ASYN_RSTN) begin
        O_X     <= 'b0;
        O_W     <= 'b0;
        O_D     <= 'b0;
        O_LOAD_RIGHT <= 0;
        O_LOAD_DOWN  <= 0;
    end else if(load_signal)begin
        O_X     <= I_X;
        O_W     <= I_W;
        if(o_mul_out[12])begin 
            O_D     <= I_D + {o_mul_out[31],o_mul_out[27:13]} + 1; 
        end else begin
            O_D     <= I_D + {o_mul_out[31],o_mul_out[27:13]};
        end
        O_LOAD_RIGHT <= 1;
        O_LOAD_DOWN  <= 1;
    end else begin
        O_X     <= I_X;
        O_W     <= O_W;
        if(o_mul_out[12])begin 
            O_D     <= I_D + {o_mul_out[31],o_mul_out[27:13]} + 1;    
        end else begin
            O_D     <= I_D + {o_mul_out[31],o_mul_out[27:13]};    
        end
        O_LOAD_RIGHT <= 0;
        O_LOAD_DOWN  <= 0;
    end
end
assign o_mul_out = $signed(I_X) * $signed(O_W);
endmodule

==> flow_results.xml <==
<?xml version="1.0" encoding="UTF-8"?>
<metrics>
  <group name="outcome">
    <metric name="run_status" unit="">complete, no violations</metric>
  </group>
  <group name="critical_path">
    <metric name="worst_path_most_repeated_cell" unit="">sky130_fd_sc_hd__fa_1</metric>
    <metric name="critPathKind" unit="">in2reg</metric>
    <metric name="worst_setup_path_start_kind" unit="">primary input</metric>
    <metric name="worst_ep_required_time" unit="ns">16.18</metric>
    <metric name="timing.critical_path.fanout_max" unit="">17</metric>
    <metric name="crit_slowest_cell" unit="">sky130_fd_sc_hd__clkdlybuf4s50_1</metric>
    <metric name="timing.critical_path.slowest_cell_delay" unit="ns">0.90</metric>
    <metric name="critPathCaptureType" unit="">flip-flop</metric>
    <metric name="worst_path_arrival_time" unit="ns">11.30</metric>
  </group>
  <group name="yosys">
    <metric name="async_flop_share" unit="%">100.0</metric>
    <metric name="edf_count" unit="">0</metric>
    <metric name="post_synth_inst_count" unit="">1233</metric>
    <metric name="seq_area_frac_synth" unit="%">10.36</metric>
    <metric name="yosysChipArea" unit="um2">11840</metric>
    <metric name="synth_warnings" unit="">1</metric>
    <metric name="synth_largest_type_area_fraction" unit="%">44.48</metric>
    <metric name="dominant_register_cell" unit="">sky130_fd_sc_hd__dfrtp_1</metric>
    <metric name="yosys_register_bits" unit="">49</metric>
    <metric name="yosysUniqueCellTypes" unit="">52</metric>
    <metric name="yosysTopAreaCell" unit="">sky130_fd_sc_hd__fa_1</metric>
    <metric name="synth.cell_area" unit="um2">11840</metric>
    <metric name="synth_stat.cells" unit="">1233</metric>
    <metric name="syn_area_per_cell" unit="um2">9.600</metric>
    <metric name="area_leaders" unit="">sky130_fd_sc_hd__fa_1, sky130_fd_sc_hd__dfrtp_1, sky130_fd_sc_hd__ha_1</metric>
  </group>
  <group name="timing">
    <metric name="clock-skew-final" unit="ns">0.005738</metric>
    <metric name="rsz0062_at_grt" unit="">false</metric>
    <metric name="finalSetupTns" unit="ns">0</metric>
    <metric name="setup_violations" unit="">0</metric>
    <metric name="slew_violations" unit="">0</metric>
    <metric name="finalClockPeriodUsage" unit="%">69.49</metric>
    <metric name="finalCriticalPeriod" unit="ns">11.12</metric>
    <metric name="final_hold_violation_count" unit="">0</metric>
    <metric name="max_freq" unit="GHz">0.08994</metric>
    <metric name="timing.max_slew.rel_slack" unit="%">36.02</metric>
    <metric name="tightest_slew" unit="ns">0.9568</metric>
  </group>
  <group name="final_layout">
    <metric name="fill_cells" unit="">2017</metric>
    <metric name="area_growth_syn_to_layout" unit="%">13.36</metric>
    <metric name="lay_top_cells" unit="">sky130_fd_sc_hd__inv_1, sky130_fd_sc_hd__fa_1, sky130_fd_sc_hd__nand2_1, sky130_fd_sc_hd__and2_1, sky130_fd_sc_hd__clkdlybuf4s50_1</metric>
    <metric name="final_layout_size_suffix_gt1_share" unit="%">4.226</metric>
    <metric name="post_route_cell_area" unit="um2">13420</metric>
    <metric name="layout_top_cell_excl_fill_tap" unit="">sky130_fd_sc_hd__inv_1</metric>
    <metric name="final_core_util" unit="%">58.55</metric>
  </group>
  <group name="drt">
    <metric name="vias_cell" unit="">5.076</metric>
    <metric name="drt_pass1_iterations" unit="">6</metric>
    <metric name="antenna_violating_nets_post_route" unit="">0</metric>
    <metric name="diodes" unit="">0</metric>
    <metric name="drc" unit="">0</metric>
    <metric name="postRouteWirelength" unit="um">29980</metric>
    <metric name="routed_wire_length_per_instance" unit="um">18.30</metric>
    <metric name="num_vias" unit="">8314</metric>
    <metric name="initialDrtViolationCount" unit="">316</metric>
  </group>
  <group name="cts">
    <metric name="post_cts.repair.setup_buffers" unit="">0</metric>
    <metric name="number_of_gates_given_a_new_drive_strength_after_cts" unit="">0</metric>
    <metric name="clockBufferDepth" unit="">2</metric>
    <metric name="tritoncts.num_buffers" unit="">5</metric>
    <metric name="tritoncts_clock_tree" unit="">built</metric>
    <metric name="postCtsHoldBufs" unit="">0</metric>
    <metric name="clockRootBuffer" unit="">sky130_fd_sc_hd__clkbuf_16</metric>
    <metric name="ctsHtreeMaxLevel" unit="">2</metric>
    <metric name="sink_count_of_the_clock_tree" unit="">49</metric>
    <metric name="clkSlewWorstSetupHoldPaths" unit="ns">0.07</metric>
    <metric name="worst_skew_pair.late_latency" unit="ns">0.30</metric>
  </group>
  <group name="floorplanning">
    <metric name="die-height" unit="um">155.9</metric>
    <metric name="top_level_ports" unit="">102</metric>
    <metric name="die_w" unit="um">155.9</metric>
    <metric name="fp.coreArea" unit="um2">22920</metric>
    <metric name="initial_core_utilization" unit="%">51.65</metric>
    <metric name="placement_rows" unit="">55</metric>
    <metric name="chip_area" unit="um2">24290</metric>
  </group>
  <group name="global_routing">
    <metric name="grt.overflow.total" unit="">0</metric>
    <metric name="first_global_vias" unit="">8912</metric>
    <metric name="antenna_found_initial" unit="">0</metric>
    <metric name="grt_max_degree" unit="">50</metric>
    <metric name="grt_first_pass_wirelength" unit="um">49070</metric>
    <metric name="grtUsageTotal" unit="%">29.22</metric>
  </group>
  <group name="placement">
    <metric name="globalplace.congestion" unit="">0.9067</metric>
    <metric name="post_place_cell_area" unit="um2">13240</metric>
    <metric name="dp.final_hpwl" unit="um">23860</metric>
    <metric name="buffer_ports.inserted" unit="">101</metric>
  </group>
  <group name="min_path">
    <metric name="worstHoldPathType" unit="">reg2reg</metric>
  </group>
  <group name="job">
    <metric name="cap_violations" unit="">0</metric>
    <metric name="openroad.warnings" unit="">27</metric>
  </group>
</metrics>
-- area by class of cell --
| class | count | area [um2] | area share (%) |
|---|---|---|---|
| clock buffers | 5 | 125.1 | 0.9325 |
| clock inverters | 3 | 48.80 | 0.3637 |
| inverters | 317 | 1190 | 8.868 |
| multi-input cells | 829 | 9273 | 69.11 |
| flip-flops and latches | 49 | 1226 | 9.138 |
| well taps | 313 | 391.6 | 2.919 |
| repair buffers | 122 | 1164 | 8.672 |
-- per-layer routing --
| layer | routed length [um] | GRT usage, % |
|---|---|---|
| met1 | 12940 | 46.99 |
| met2 | 13430 | 41.14 |
| met3 | 3252 | 11.97 |
| met4 | 363 | 3.501 |
| met5 | 0 | 0 |
-- synth_stat cells, types with 10 or more instances --
cell and count:
sky130_fd_sc_hd__nand2_1 137, sky130_fd_sc_hd__xnor2_1 28, sky130_fd_sc_hd__clkbuf_1 36, sky130_fd_sc_hd__nor2_1 27, sky130_fd_sc_hd__fa_1 263, sky130_fd_sc_hd__ha_1 96, sky130_fd_sc_hd__mux2_2 15, sky130_fd_sc_hd__and2_1 119
sky130_fd_sc_hd__a21oi_1 27, sky130_fd_sc_hd__xor2_1 10, sky130_fd_sc_hd__dfrtp_1 49, sky130_fd_sc_hd__a21o_1 20, sky130_fd_sc_hd__inv_1 317
-- flip-flops by register name (all words and copies together) (netlist names) --
signal,count
O_W,16
O_X,16
O_LOAD_DOWN,1
O_D,16
-- worst paths after layout --
check	startpoint	end	slack, ns	depth (start not counted)
min	O_W[5]	O_W[5]	0.51	1
min reg2reg	O_W[5]	O_W[5]	0.51	1
max	I_X[8]	O_D[15]	4.88	31
min in group asynchronous	I_ASYN_RSTN	O_D[5]	3.02	2
max reg2reg	O_W[8]	O_D[15]	8.01	29
max in group asynchronous	I_ASYN_RSTN	O_W[13]	12.54	2
-- kinds of logic (layout without fill, tap and decap cells) --
| kind of cell | after synthesis | in the layout | synth area share (%) |
|---|---|---|---|
| multiplexers | 15 | 15 | 1.427 |
| AND-OR/OR-AND | 100 | 100 | 6.269 |
| XOR/XNOR | 38 | 38 | 2.812 |
| buffers and inverters | 355 | 447 | 11.30 |
| flip-flops | 49 | 49 | 10.36 |
| AND/OR/NAND/NOR | 317 | 317 | 13.20 |
| adder cells (fa/ha/maj) | 359 | 359 | 54.63 |
-- critical path: cells and delay by family --
| family | cells | cell delay [ns] |
|---|---|---|
| AOI/OAI and AO/OA | 12 | 2.31 |
| buffers and inverters | 6 | 1.18 |
| and+or+nand+nor | 3 | 0.59 |
| adders and majority gates | 8 | 3.70 |
| xor gates and xnor gates | 2 | 0.28 |
-- per-stage QoR --
stage          setup slack (ns)  hold slack [ns]  cells
2_1_floorplan             5.926           0.5569   1233
3_3_place_gp              4.654           0.4901   1630
3_5_place_dp              4.624           0.4976   1630
4_1_cts                   4.876           0.5131   1638
5_1_grt                   4.351           0.5429   1638
6_report                  4.882           0.5102   1638
