==> /design/flow/design.v <==
`timescale 1ns/1ps
module adder#(
    parameter W = 16
)(
    input  logic [W-1:0] I_IN1,
    input  logic [W-1:0] I_IN2,
    output logic [W:0]   O_OUT
);
logic [W-1:0] carry;
generate
    for(genvar i=0;i<W;i=i+1)begin
        if(i==0)begin
            half_adder hadder_bit(
                .I_A(I_IN1[i]),
                .I_B(I_IN2[i]),
                .O_S(O_OUT[i]),
                .O_C(carry[i])
            );
        end else begin
            full_adder fadder_bit(
                .I_A(I_IN1[i]),
                .I_B(I_IN2[i]),
                .I_C(carry[i-1]),
                .O_S(O_OUT[i]),
                .O_C(carry[i])
            );
        end
    end
endgenerate
assign O_OUT[W] = carry[W-1];
endmodule
`timescale 1ns/1ps
module full_adder(
    input  logic I_A,
    input  logic I_B,
    input  logic I_C,
    output logic O_S,
    output logic O_C
);
assign O_S = I_A ^ I_B ^ I_C;
assign O_C = (I_A & I_B) | ((I_A ^ I_B) & I_C);
endmodule
`timescale 1ns/1ps
module half_adder(
    input  logic I_A,
    input  logic I_B,
    output logic O_S,
    output logic O_C
);
assign O_S = I_A ^ I_B;
assign O_C = I_A & I_B;
endmodule
==> /design/flow/run.sh <==
#!/bin/bash
# OpenROAD 26Q1-2900-gdf79404cd8, Yosys 0.63+post, stock flow scripts
make -C /OpenROAD-flow-scripts/flow DESIGN_CONFIG=/design/flow/config.mk WORK_HOME=/design/flow/orfs finish
==> /design/flow/config.mk <==
export PLATFORM = sky130hd
export DESIGN_NAME = adder
export DESIGN_NICKNAME = adder
export VERILOG_FILES = /design/flow/design.v
export SDC_FILE = /design/flow/constraint.sdc
export NUM_CORES = 4
export LEC_CHECK = 1
export CORE_AREA = 10 10 70 70
export DIE_AREA = 0 0 80 80
==> /design/flow/constraint.sdc <==
current_design adder

set clk_period 18.9
set clk_io_pct 0.2

create_clock -name clk0 -period $clk_period

set non_clock_inputs [all_inputs -no_clocks]
set_input_delay [expr $clk_period * $clk_io_pct] -clock clk0 $non_clock_inputs
set_output_delay [expr $clk_period * $clk_io_pct] -clock clk0 [all_outputs]
==> flow_summary.yaml <==
# generated from flow reports
status:
  outcome: "completed"
finish:
  flops: 0
  syn_to_final_growth_pct: 91.6
  design_area_um2: 880
  nClkBuffers: 0
  regArea_um2: 0
  drive_above_1_share_pct: 0
pwr:
  p_total_uw: 27.0
  leakage_uw: 0.000337
  power_density_nw_per_um2: 30.7
  vdd_drop_max_uv: 10.4
global_routing:
  grt_max_degree: 2
  grt_pass1_wl_um: 2190
  gr-total-overflow: 0
  antenna_found_initial: 0
  grt_pass1_vias: 443
  globalRouteTotalUtil_pct: 4.38
detailed_routing:
  ant_nets: 0
  antenna_cells: 0
  route.detailed.drc: 0
  num_vias: 359
  drtIter0Drc: 1
  first_pass_iters: 2
  drt_wl_total_um: 1440
  wire_per_inst_um: 12.4
  via_per_inst: 3.09
critical_path:
  slowest_stage: "clkdlybuf4s50_1"
  worst_ep_arrival_time_ns: 10.84
  crit_chain: "clkdlybuf4s50_1 -> ha_1 -> fa_1 -> fa_1 -> fa_1 -> fa_1 -> fa_1 -> fa_1 -> fa_1 -> fa_1 -> fa_1 -> fa_1 -> fa_1 -> fa_1 -> fa_1 -> fa_1 -> inv_1 -> fa_1 -> inv_1 -> clkdlybuf4s50_1"
  worst_setup_path_end_kind: "output port"
  worstSetupPathType: "input port to output port"
  crit_top_cell: "fa_1"
  slowest_delay_ns: 0.48
  critical_path_required_ns: 15.12
  worst-path-max-fanout: 1
  start_kind: "input port"
synth:
  synth_stat.cells: 38
  ys_warn_count: 0
  ys_area_um2: 459
  syn_area_um2: 459
  yosysUniqueCellTypes: 4
  synth.avg_cell_area_um2: 12.1
  synth_seq_share_pct: 0
  synthCells: 38
floorplan:
  fp_util_pct: 13.4
  die_area_um2: 6400
  die_y_um: 80
  coreArea_um2: 3420
  num_io_pins: 49
  die_w_um: 80
  rows: 21
place:
  io_buffers: 49
  gp_congestion: 0.831
  dpl-instance-area_um2: 880
  dp_slack_ns: 4.25
  dpl.hpwl_um: 1430
sta:
  setup_viol: 0
  tightest_slew_ns: 0.109
  period_needed_ns: 14.62
  setup_slack_ns: 4.28
  fin_crit_sh_pct: 77.3
  rsz0062_at_grt: "false"
  slew_violations: 0
  holdWs_ns: 8.59
  hold_viol: 0
  tns_ns: 0
  fmax_mhz: 68.4
  timing.slew.headroom_pct: 92.7
flow_run:
  tool_warnings: 32
  max-cap-violations: 0
clock_tree:
  cts_setup_buffers: 0
  cts_hold_buffers: 0
  ctsResizeCount: 0
hold_path:
  hold_path.class: "input port to output port"
-- power breakdown --
group	internal [uW]	total, uW	switching (uW)
logic	20.2	27.0	6.87
clock network	0	0	0
registers	0	0	0
total	20.2	27.0	6.87
-- placed cells by master, fill, tap and decap left out, drive strengths merged --
cell and instances:
fa 15, clkdlybuf4s50 49, inv 5, ha 1
-- path summary, 6_finish.rpt --
check      from   endpoint  cells past startpoint
min    I_IN2[0]   O_OUT[0]                      3
max    I_IN1[0]  O_OUT[15]                     20
-- stage by stage --
stage,utilization (%),std cells
2_1_floorplan,-,38
3_3_place_gp,25.8,116
3_5_place_dp,25.8,116
4_1_cts,25.8,116
5_1_grt,25.8,116
6_report,25.8,116
-- cells in the mapped netlist --
cell type / n / area share, %
inv_1: 5 / 4.1
buf_4: 17 / 28
fa_1: 15 / 65
ha_1: 1 / 2.7
-- cell families after synthesis --
family | after synthesis | share of synthesized area (%)
buf+inv | 22 | 31.9
fa+ha+maj | 16 | 68.1
-- critical path: cells and delay by family --
| kind | cells | cell delay (ns) |
|---|---|---|
| buffers and inverters | 4 | 1.02 |
| adders and majority gates | 16 | 6.05 |
-- final cells by class --
cell class	count	area, um2
repair buffers	49	490
inverters	5	18.8
well taps	46	57.6
multi-input cells	16	313
fillers	365	2540
-- layer usage --
layer / vias up / wire [um] / GRT usage, %
met2: 47 / 420 / 5.22
met4: 0 / 0 / 0
li1: 157 / - / -
met3: 0 / 472 / 5.45
met1: 155 / 550 / 5.08
met5: - / 0 / 0
No activity file was given, so power comes from the tool's default toggle rates.
