==> design.v <==
`timescale 1ns / 1ps
module Exp_x #(
    parameter D_W = 16
)(
    input  logic [D_W-1:0] I_X    ,
    output logic [D_W-1:0] O_EXP
);
generate
    if(D_W == 8)begin
        logic [15:0] mul_out;
        logic [8:0] uivi;
        logic [7:0] uivi_ab; 
        logic [2:0] ui;
        logic [4:0] vi;
        logic        uivi_msb;
        logic [7:0] p_2_vi;
        logic [7:0] n_2_vi;
        mul_fast #(
            .IN_DW(8)
        )u_mul_in_loge(
            .I_IN1     (I_X      ),
            .I_IN2     (8'd46    ), 
            .O_MUL_OUT (mul_out  )
        );
        assign uivi = mul_out[4] ? ({mul_out[15],mul_out[12:5]} + 1) : {mul_out[15],mul_out[12:5]}; 
        assign uivi_ab = (uivi_msb) ? ~uivi[7:0] + 1'b1 : uivi[7:0];
        assign uivi_msb = uivi[8];
        assign ui = uivi_ab[7:5];
        assign vi = uivi_ab[4:0];
        always_comb begin
            if($signed(I_X) >= $signed(8'd44))begin 
                O_EXP = 8'b0_11_11111;
            end else begin
                if(!uivi_msb)begin
                    O_EXP = p_2_vi << ui;
                end else begin
                    O_EXP = n_2_vi >> ui;
                end
            end
        end
        lut_pos #(
            .D_W(D_W)
        )u_lut_p(
            .vi    (vi),
            .result(p_2_vi)
        );
        lut_neg #(
            .D_W(D_W)
        )u_lut_n(
            .vi    (vi),
            .result(n_2_vi)
        );
    end else begin
        logic [31:0] mul_out;
        logic [16:0] uivi;
        logic [15:0] uivi_ab; 
        logic [2:0]  ui;
        logic [12:0] vi;
        logic        uivi_msb;
        logic [15:0] p_2_vi;
        logic [15:0] n_2_vi;
        mul_fast #(
            .IN_DW(16)
        )u_mul_in_loge(
            .I_IN1     (I_X      ),
            .I_IN2     (16'd11819), 
            .O_MUL_OUT (mul_out  )
        );
        assign uivi = mul_out[12] ? ({mul_out[31],mul_out[28:13]} + 1) : {mul_out[31],mul_out[28:13]}; 
        assign uivi_ab = (uivi_msb) ? ~uivi[15:0] + 1'b1 : uivi[15:0];
        assign uivi_msb = uivi[16];
        assign ui = uivi_ab[15:13];
        assign vi = uivi_ab[12:0];
        always_comb begin
            if($signed(I_X) >= $signed(16'd11357))begin 
                O_EXP = 16'b0_11_11111_1111_1111;
            end else begin
                if(!uivi_msb)begin
                    O_EXP = p_2_vi << ui;
                end else begin
                    O_EXP = n_2_vi >> ui;
                end
            end
        end
        lut_pos #(
            .D_W(D_W)
        )u_lut_p(
            .vi    (vi),
            .result(p_2_vi)
        );
        lut_neg #(
            .D_W(D_W)
        )u_lut_n(
            .vi    (vi),
            .result(n_2_vi)
        );
    end
endgenerate
endmodule
`timescale 1ns / 1ps
module lut_neg#(
    parameter D_W = 16   
)(
    input  logic [D_W-4:0] vi      ,
    output logic [D_W-1:0] result  
);
generate 
    if(D_W == 8)begin                                              
        localparam ln_2 = 6'd22;
        localparam ln_2_div_sqrt2 = 6'd16; 
        logic [5:0] vi_neg;
        logic [11:0] mul_1_full;
        logic [11:0] mul_2_full;
        logic [7:0] mul_1; 
        logic [7:0] mul_2; 
        assign vi_neg = {1'b1,~vi + 1'b1};
        assign mul_1 = {mul_1_full[11],2'b11,mul_1_full[9:5]};
        assign mul_2 = {mul_2_full[11],2'b11,mul_2_full[9:5]};
        mul_fast #(
            .IN_DW(6)
        )u_mul_1(
            .I_IN1     (vi_neg   ),
            .I_IN2     (ln_2_div_sqrt2 ),
            .O_MUL_OUT (mul_1_full) 
        );
        mul_fast #(
            .IN_DW(6)
        )u_mul_2(
            .I_IN1     (vi_neg   ),
            .I_IN2     (ln_2 ), 
            .O_MUL_OUT (mul_2_full)
        );
        always_comb begin
            if($signed(vi_neg) > $signed(6'b10_0001) & $signed(vi_neg) < $signed(6'b11_1000)) begin 
                result <= 8'd30 + mul_1;
            end
            else if($signed(vi_neg) >= $signed(6'b11_1000)) begin     
                result <= 8'b0_01_00000 + mul_2;
            end
            else begin
                result <= 8'b0_01_00000;  
            end
        end
    end else begin 
        localparam ln_2 = 14'd5678;
        localparam ln_2_div_sqrt2 = 14'd4015;
        logic [13:0] vi_neg;
        logic [27:0] mul_1_full;
        logic [27:0] mul_2_full;
        logic [15:0] mul_1; 
        logic [15:0] mul_2; 
        assign vi_neg = {1'b1,~vi + 1'b1};
        assign mul_1 = {mul_1_full[27],2'b11,mul_1_full[25:13]};
        assign mul_2 = {mul_2_full[27],2'b11,mul_2_full[25:13]};
        mul_fast #(
            .IN_DW(14)
        )u_mul_1(
            .I_IN1     (vi_neg   ),
            .I_IN2     (ln_2_div_sqrt2 ),
            .O_MUL_OUT (mul_1_full) 
        );
        mul_fast #(
            .IN_DW(14)
        )u_mul_2(
            .I_IN1     (vi_neg   ),
            .I_IN2     (ln_2 ), 
            .O_MUL_OUT (mul_2_full)
        );
        always_comb begin
            if($signed(vi_neg) > $signed(14'b10_0000_0000_0001) & $signed(vi_neg) < $signed(14'b11_1000_0111_0110)) begin 
                result <= 16'd7800 + mul_1;
            end
            else if($signed(vi_neg) > $signed(14'b11_1000_0111_0110)) begin     
                result <= 16'b0_01_00000_0000_0000 + mul_2;
            end
            else begin
                result <= 16'b0_01_00000_0000_0000;  
            end
        end
    end
endgenerate
endmodule
`timescale 1ns / 1ps
module lut_pos#(
    parameter D_W = 16         
)(
    input  logic [D_W-4:0]   vi      ,
    output logic [D_W-1:0]  result  
);
generate 
    if(D_W == 8)begin
        localparam ln_2 = 6'd22;
        localparam ln_2_mul_sqrt2 = 6'd31;
        logic [11:0] mul_2_full;
        logic [11:0] mul_3_full;
        logic [7:0]  mul_2; 
        logic [7:0]  mul_3; 
        assign mul_2 = {3'b000,mul_2_full[9:5]};
        assign mul_3 = {3'b000,mul_3_full[9:5]};
        mul_fast #(
            .IN_DW(6)
        )u_mul_1(
            .I_IN1     ({1'b0,vi}),
            .I_IN2     (ln_2 ),
            .O_MUL_OUT (mul_2_full) 
        );
        mul_fast #(
            .IN_DW(6)
        )u_mul_2(
            .I_IN1     ({1'b0,vi}),
            .I_IN2     (ln_2_mul_sqrt2 ), 
            .O_MUL_OUT (mul_3_full)
        );
        always_comb begin
            if(vi <= 6'd8) begin     
                result <= 8'b0_01_00000 + mul_2;
            end
            else if(vi > 6'd8 & vi < 6'b0_11111) begin 
                result <= 8'd30 + mul_3;
            end
            else begin
                result <= 8'b0_01_00000;  
            end
        end
    end else begin
        localparam ln_2 = 14'd5678;
        localparam ln_2_mul_sqrt2 = 14'd8030;
        logic [25:0] mul_2_full;
        logic [25:0] mul_3_full;
        logic [15:0] mul_2; 
        logic [15:0] mul_3; 
        assign mul_2 = {3'b000,mul_2_full[25:13]};
        assign mul_3 = {3'b000,mul_3_full[25:13]};
        mul_fast #(
            .IN_DW(14)
        )u_mul_1(
            .I_IN1     ({1'b0,vi}),
            .I_IN2     (ln_2 ),
            .O_MUL_OUT (mul_2_full) 
        );
        mul_fast #(
            .IN_DW(14)
        )u_mul_2(
            .I_IN1     ({1'b0,vi}),
            .I_IN2     (ln_2_mul_sqrt2 ), 
            .O_MUL_OUT (mul_3_full)
        );
        always_comb begin
            if(vi < 13'd2166) begin     
                result <= 16'b0_01_00000_0000_0000 + mul_2;
            end
            else if(vi > 13'd2166 & vi < 13'b1_1111_1111_1111) begin 
                result <= 16'd7570 + mul_3;
            end
            else begin
                result <= 16'b0_01_00000_0000_0000;  
            end
        end
    end
endgenerate
endmodule
module mul_fast#(
    parameter IN_DW = 8
)(
    input  logic [IN_DW-1:0]   I_IN1    ,
    input  logic [IN_DW-1:0]   I_IN2    ,
    output logic [IN_DW*2-1:0] O_MUL_OUT
);
integer i;
logic [IN_DW*2-1:0] input_1;
assign input_1 = {{IN_DW{I_IN1[IN_DW-1]}},I_IN1};
always_comb begin
    O_MUL_OUT = 0;
    for(i=0;i<IN_DW;i=i+1)begin
        if(i == IN_DW-1)
            O_MUL_OUT = O_MUL_OUT - ((I_IN2[i]) ? input_1 << i : 0);
        else 
            O_MUL_OUT = O_MUL_OUT + ((I_IN2[i]) ? input_1 << i : 0);
    end
end
endmodule
==> run.sh <==
#!/bin/bash
# OpenROAD 26Q1-2900-gdf79404cd8, Yosys 0.63+post, stock flow scripts
make -C /OpenROAD-flow-scripts/flow DESIGN_CONFIG=/design/flow/config.mk WORK_HOME=/design/flow/orfs finish
==> config.mk <==
export PLATFORM = sky130hd
export DESIGN_NAME = Exp_x
export DESIGN_NICKNAME = Exp_x
export VERILOG_FILES = /design/flow/design.v
export SDC_FILE = /design/flow/constraint.sdc
export NUM_CORES = 4
export LEC_CHECK = 1
export CORE_UTILIZATION = 50
==> constraint.sdc <==
current_design Exp_x

set clk_period 31.3
set clk_io_pct 0.2

create_clock -name clk0 -period $clk_period

set non_clock_inputs [all_inputs -no_clocks]
set_input_delay [expr $clk_period * $clk_io_pct] -clock clk0 $non_clock_inputs
set_output_delay [expr $clk_period * $clk_io_pct] -clock clk0 [all_outputs]
==> summary.txt <==
fresh numbers from the pnr run: cell count after synthesis=about 2,100, hold depth=6, number of sequential cells=0, vias in the first global route=14,472, Maximum Capacitance Violations=0, Setup WS pre-CTS=0.503 ns, Syn Area/Cell=around 8.6 µm², clock period minus worst slack=30.28 ns, Yosys Instances=around 2,100, Post-DRT Antenna Nets=0, die width=approximately 190 µm, Seq/Total Area, Yosys=0%, Inserted Diodes=0, Syn. warnings=7, Hold Crit Class=input port to output pin, crit end category=output pin, Worst path slowest cell=clkdlybuf4s50_1, Min Hold Slack=13.95 ns, routed len/inst=18.3 µm, DRC=0, vias after detailed routing=approximately 15,000, Post-Route WL=around 47 mm, global-route usage over all layers=between 20 and 30%, largest net degree at the start of global routing=31, initial DRC count=between 700 and 800, Tightest Pin Transition=about 0.9 ns, starting density of the core=between 50% and 60%, Critical Path AT=24.02 ns, delay of the slowest critical-path stage=0.58 ns, Top cells excl fill/tap=ha_1, inv_1, fa_1, Slew Viols, Final=0, Fin. Hold Viols=0, Ports=32, first-pass iteration count of the detailed router=5, area added between synthesis and finish=7.00%, Top delay family on crit path=AND-OR/OR-AND gates, achievable clock frequency=between 30 and 40 MHz, initial antenna violation count=0, CP max FO=16, critical path class=input port to output pin, Buf/Inv on CP=14, most used cell, CP=o21a_1, Post-Syn Area=17,600 µm², global placement routability congestion=~0.96, clk_buf instances=0, fin crit share=between 90 and 100%, startpoint types=input port, Tool Warnings=71, register area=0 µm², layout cells sized above 1=6.84%, most common cell after layout, fill and taps aside=ha_1, DR vias/cell=~5.7, max_slew headroom=39.5%, setup TNS=0 ns, status=finished clean, Placeable Area=34,600 µm², Cell Type Count=103, final setup vio count=0, first-pass GRT wire length=between 70 and 80 mm, Chip Area, Yosys=17,600 µm², Overflow after GRT=0, Port Buffers=32, worst-case hold path end point=O_EXP[15], chip area=36,000 µm², Hold Startpoint=I_X[0], Die Span Y=around 190 µm, DP HPWL=slightly below 40 mm, crit path DRT=25.04 ns, Worst Slack Setup Final=1.02 ns, standard-cell rows=approximately 70
## through the flow
stage / cells / utilization (%) / instance area, µm²
floorplan: 2062 / - / 17600
global placement: 2543 / 54.1 / 18700
detailed placement: 2543 / 54.1 / 18700
CTS: 2543 / 54.1 / 18700
global route: 2546 / 54.5 / 18900
finish: 2546 / 54.5 / 18900
## cell families after synthesis
family                     count (synthesis)  share of synthesized area, %
AOI/OAI and AO/OA                        473                          19.1
adders and majority gates                540                          47.4
buffers and inverters                    316                          6.85
muxes                                     28                          1.70
and+or+nand+nor                          507                          14.8
xor gates and xnor gates                 198                          10.2
## what timing repair did
action                                 in CTS  in global routing
setup endpoints to repair                   0                 12
hold buffers                                0                  0
buffers inserted                            0                  3
endpoints found under the hold margin       0                  0
resized                                     0                 30
## area by class of cell
cell class	instances	area, µm²
Multi-Input combinational cell	1746	16600
Inverter	268	1010
Fill cell	3180	15800
Tap cell	455	569
Timing Repair Buffer	77	676
## layer usage
metal | wire (µm) | global-route usage (%) | share of wire, % | vias to the layer above
met5 | 0 | 0 | 0 | -
met4 | 827 | 4.00 | 1.8 | 0
met3 | 2200 | 3.90 | 4.7 | 42
met2 | 20300 | 42.0 | 44 | 338
met1 | 23200 | 45.5 | 50 | 6835
li1 | - | - | - | 7311
## Yosys cell counts, drive strengths merged, types with 7 or more instances
library cell	number	area (µm²)
o31a	7	61.3
nor2b	12	75.1
or4	10	75.1
a221oi	13	126
a21oi	106	546
a21o	53	398
clkbuf	32	120
and2	29	181
nand2b	18	113
o22ai	8	50.1
and3	18	113
buf	16	81.3
or2	16	100
a22oi	12	95.1
a211o	11	96.3
o211ai	17	133
nor4	11	111
o21a	24	180
xnor2	138	1210
inv	266	998
nor4b	7	67.6
nor2	128	480
maj3	10	100
nand3	34	175
o31ai	14	115
nor3	41	216
or3	18	118
a31oi	18	119
ha	314	3930
xor2	57	514
nand2	125	479
o221ai	9	91.3
o21bai	22	165
mux2i	22	220
nand4	19	125
fa	216	4320
o21ai	67	335
and4	9	78.8
a211oi	21	168
## tightest hold or removal path, delay by kind of cell
family,cells,cell delay (ns)
buffers and inverters,2,0.66
and+or+nand+nor,3,0.57
adders and majority gates,1,0.19
## how the worst max path moves through the flow
stage      start        end  slack [ns]  cells past startpoint
5_1_grt   I_X[7]  O_EXP[11]       -0.05                     76
6_report  I_X[7]  O_EXP[11]        1.02                     76
4_1_cts   I_X[2]   O_EXP[9]        0.44                     72
